**./config.mk**
```make
export PLATFORM = sky130hd
export DESIGN_NAME = GPIA_DWORD
export DESIGN_NICKNAME = GPIA_DWORD
export VERILOG_FILES = /design/flow/design.v
export SDC_FILE = /design/flow/constraint.sdc
export NUM_CORES = 4
export LEC_CHECK = 1
export CORE_UTILIZATION = 30
```
**./constraint.sdc**
```tcl
current_design GPIA_DWORD

set clk_period 2.9
set clk_io_pct 0.2

create_clock -name clk0 -period $clk_period [get_ports {clk_i}]

set non_clock_inputs [all_inputs -no_clocks]
set_input_delay [expr $clk_period * $clk_io_pct] -clock clk0 $non_clock_inputs
set_output_delay [expr $clk_period * $clk_io_pct] -clock clk0 [all_outputs]
```
**./design.v**
```verilog
`timescale 1ns / 100ps
module GPIA_BIT(
	input	clk_i,
	input	res_i,
	input	[1:0] mode_i,
	input	d_i,
	input	stb_i,
	output	q_o
);
reg q_d;
assign q_o = q_d;
always @(posedge clk_i) begin
	if(res_i) begin
		q_d <= 0;
	end
	else begin
		if(stb_i) begin
			if(mode_i == 0) begin
				q_d <= d_i;
			end
			else if(mode_i == 1) begin
				q_d <= d_i ? 1 : q_d;
			end
			else if(mode_i == 2) begin
				q_d <= d_i ? 0 : q_d;
			end
			else if(mode_i == 3) begin
				q_d <= d_i ^ q_d;
			end
		end
	end
end
endmodule
`timescale 1ns / 100ps
module GPIA_BYTE(
	input	clk_i,
	input	res_i,
	input	[1:0] mode_i,
	input	[7:0] d_i,
	input	stb_i,
	output	[7:0] q_o
);
GPIA_BIT bit0(
	.clk_i(clk_i),
	.res_i(res_i),
	.mode_i(mode_i),
	.d_i(d_i[0]),
	.stb_i(stb_i),
	.q_o(q_o[0])
);
GPIA_BIT bit1(
	.clk_i(clk_i),
	.res_i(res_i),
	.mode_i(mode_i),
	.d_i(d_i[1]),
	.stb_i(stb_i),
	.q_o(q_o[1])
);
GPIA_BIT bit2(
	.clk_i(clk_i),
	.res_i(res_i),
	.mode_i(mode_i),
	.d_i(d_i[2]),
	.stb_i(stb_i),
	.q_o(q_o[2])
);
GPIA_BIT bit3(
	.clk_i(clk_i),
	.res_i(res_i),
	.mode_i(mode_i),
	.d_i(d_i[3]),
	.stb_i(stb_i),
	.q_o(q_o[3])
);
GPIA_BIT bit4(
	.clk_i(clk_i),
	.res_i(res_i),
	.mode_i(mode_i),
	.d_i(d_i[4]),
	.stb_i(stb_i),
	.q_o(q_o[4])
);
GPIA_BIT bit5(
	.clk_i(clk_i),
	.res_i(res_i),
	.mode_i(mode_i),
	.d_i(d_i[5]),
	.stb_i(stb_i),
	.q_o(q_o[5])
);
GPIA_BIT bit6(
	.clk_i(clk_i),
	.res_i(res_i),
	.mode_i(mode_i),
	.d_i(d_i[6]),
	.stb_i(stb_i),
	.q_o(q_o[6])
);
GPIA_BIT bit7(
	.clk_i(clk_i),
	.res_i(res_i),
	.mode_i(mode_i),
	.d_i(d_i[7]),
	.stb_i(stb_i),
	.q_o(q_o[7])
);
endmodule
`timescale 1ns / 100ps
module GPIA_DWORD(
	input	clk_i,
	input	res_i,
	input	[1:0] mode_i,
	input	[63:0] d_i,
	input	[7:0] stb_i,
	output	[63:0] q_o
);
GPIA_BYTE byte0(
	.clk_i(clk_i),
	.res_i(res_i),
	.mode_i(mode_i),
	.d_i(d_i[7:0]),
	.stb_i(stb_i[0]),
	.q_o(q_o[7:0])
);
GPIA_BYTE byte1(
	.clk_i(clk_i),
	.res_i(res_i),
	.mode_i(mode_i),
	.d_i(d_i[15:8]),
	.stb_i(stb_i[1]),
	.q_o(q_o[15:8])
);
GPIA_BYTE byte2(
	.clk_i(clk_i),
	.res_i(res_i),
	.mode_i(mode_i),
	.d_i(d_i[23:16]),
	.stb_i(stb_i[2]),
	.q_o(q_o[23:16])
);
GPIA_BYTE byte3(
	.clk_i(clk_i),
	.res_i(res_i),
	.mode_i(mode_i),
	.d_i(d_i[31:24]),
	.stb_i(stb_i[3]),
	.q_o(q_o[31:24])
);
GPIA_BYTE byte4(
	.clk_i(clk_i),
	.res_i(res_i),
	.mode_i(mode_i),
	.d_i(d_i[39:32]),
	.stb_i(stb_i[4]),
	.q_o(q_o[39:32])
);
GPIA_BYTE byte5(
	.clk_i(clk_i),
	.res_i(res_i),
	.mode_i(mode_i),
	.d_i(d_i[47:40]),
	.stb_i(stb_i[5]),
	.q_o(q_o[47:40])
);
GPIA_BYTE byte6(
	.clk_i(clk_i),
	.res_i(res_i),
	.mode_i(mode_i),
	.d_i(d_i[55:48]),
	.stb_i(stb_i[6]),
	.q_o(q_o[55:48])
);
GPIA_BYTE byte7(
	.clk_i(clk_i),
	.res_i(res_i),
	.mode_i(mode_i),
	.d_i(d_i[63:56]),
	.stb_i(stb_i[7]),
	.q_o(q_o[63:56])
);
endmodule
```
**./run.sh**
```bash
#!/bin/bash
# OpenROAD 26Q1-2900-gdf79404cd8, Yosys 0.63+post, stock flow scripts
make -C /OpenROAD-flow-scripts/flow DESIGN_CONFIG=/design/flow/config.mk WORK_HOME=/design/flow/orfs finish
```
==> run summary <==
Async S/R FF share, synth: 0%
Max Root-Sink Buffers: 2
CTS tree: built
DP Area: 0.00543 mm2
Synth cell types: 15
Rows: 43
Setup CP Type: reg2out
clock-pin slew on the worst setup and hold paths: 60 ps
Final Hold Vio Count: 0
Slew headroom: 56.4%
post-layout period usage: 62.4%
Post-CTS Repair Setup Buffers: 0
flop-to-flop setup slack: 2040 ps
crit path to: q_o[31]
core footprint: 0.0141 mm2
DIE WIDTH: 123 um
Initial DRC Count: 177
cell family with most CP delay: buffers and inverters
antenna viol nets, final: 0
Log Warnings: 25
fraction of layout cells with a size suffix above 1: 15.0%
RSZ-0062 raised after global routing: false
WP depth: 1
total I/O pin count: 140
crit-path max cell delay: 510 ps
Final Skew: 0 ps
largest net degree at the start of global routing: 61
cells after synthesis: 563
crit-path max FO: 3
reg-to-reg critical path startpoint: byte7.bit7.q_d$_SDFFE_PP0P_
CP endpoint kind: output pin
outcome: finished, final reports clean
drt pass-1 iters: 4
Synth flops: 64
Total Wirelength: 12700 um
vias in the first global route: 3668
CTS resizes: 0
vias per inst: 4.85
H-tree depth: 3
dpl hpwl: 8590 um
worst r2r path cells: 3
Startpoint Class: flop
required time of the critical path: 2320 ps
Buf/Inv on CP: 1
ys cells: 563
Yosys Chip Area: 0.00440 mm2
Total Neg Setup Slack: 0 ps
Synth area leaders: dfxtp_1, o21ba_2, buf_4
Routed WL per cell: 15.9 um
Hold Buf Count CTS: 0
area grow syn2layout: 29.6%
GRT Resource Usage Total: 17.3%
Vias: 3883
post-synth top area cell: dfxtp_1
die area: 0.0152 mm2
fillers: 1375
min-delay worst type: reg2reg
r2r endpoint: byte7.bit7.q_d$_SDFFE_PP0P_
Peak VDD IR: 0.332 mV
PortBufs: 139
EDFF count, synth: 0
most frequent cell after synthesis: buf_4
Synth Seq Share: 29.1%
TritonCTS Sinks: 64
worst-margin pin slew: 654 ps
Leakage: 0.00220 uW
Period minus WS final: 1810 ps
Critical Path Source: byte3.bit7.q_d$_SDFFE_PP0P_
final slew viol count: 0
worst path cell trace: clkdlybuf4s50_1
post-route cell area: 0.00571 mm2
power per cell area: 442 mW/mm2
ys flop type: dfxtp_1
Final Wtd Congestion: 0.786
Sequential cell area: 0.00128 mm2
Mapped Avg Cell Area: 7.82 um2
clock tree root buffer cell: clkbuf_16
WP data arrival: 1230 ps
Latency at later pin: 330 ps
Max-area cell share: 29.1%
initial antenna violation count: 0
total CTS buffers: 9
Post-route DRC: 0
starting density of the core: 31.2%
Comb gate area: 0.00240 mm2
Mapped Area: 0.00440 mm2
FMAX: 552 MHz
Yosys warnings: 1
Overflow after GRT: 0
Max Cap Violations: 0
slowest CP cell: clkdlybuf4s50_1
Diodes inserted: 0
Final Setup Violations: 0
Die Y: 123 um
first-pass GRT wire length: 19500 um
[placed cells by master (no fill, tap or decap), types with 4 or more instances in the layout]
cell type	synthesis	routed
a21o_1	64	64
a21oi_1	64	64
buf_4	65	9
clkbuf_16	0	9
clkdlybuf4s50_1	0	136
clkinv_2	0	4
dfxtp_1	64	64
inv_1	8	8
nand2_1	64	64
nand2b_1	64	64
o21ai_0	44	44
o21ai_1	20	20
o21ba_2	64	64
[through the flow]
step           total power, uW  utilization, %  hold WS [ps]  worst slack [ps]  cells
2_1_floorplan             1320               -           462              1430    563
3_3_place_gp              1520            38.5           469               915    785
3_5_place_dp              1530            38.5           478               882    785
4_1_cts                   2570            40.5           486              1080    801
5_1_grt                   2660            40.5           501              1040    801
6_report                  2520            40.5           486              1090    801
[power by group]
| part | leakage, uW | switching (uW) | internal (uW) |
|---|---|---|---|
| logic | 0.00154 | 216 | 328 |
| clock network | 0.000134 | 417 | 595 |
| registers | 0.000526 | 34.0 | 932 |
| total | 0.00220 | 667 | 1850 |
[layer usage]
metal	track usage [%]	vias to the layer above	part of all wire, %
li1	-	1956	-
met1	23.3	1812	45
met2	28.1	107	46
met3	5.65	8	7.9
met4	2.03	0	1.2
met5	0	-	0
[worst min-delay path by stage]
stage / startpoint / to / slack [ps] / cells after the start
global route: byte2.bit6.q_d$_SDFFE_PP0P_ / byte2.bit6.q_d$_SDFFE_PP0P_ / 500 / 2
CTS: byte5.bit0.q_d$_SDFFE_PP0P_ / byte5.bit0.q_d$_SDFFE_PP0P_ / 490 / 2
finish: byte2.bit2.q_d$_SDFFE_PP0P_ / byte2.bit2.q_d$_SDFFE_PP0P_ / 490 / 2
[cell type report]
cell class / instances / share of cell area [%]
sequential: 64 / 22.5
multi-input combinational: 384 / 42.1
timing repair buffer: 149 / 26.2
clock inverter: 6 / 0.614
clock buffer: 10 / 4.19
inverter: 8 / 0.526
tap: 180 / 3.95
[logic make-up (layout without fill, tap and decap cells)]
family | Yosys count | in the layout | share of synthesized area [%]
simple gates | 128 | 128 | 14.5
flops | 64 | 64 | 29.1
compound gates | 256 | 256 | 40.0
buf+inv | 115 | 173 | 16.4
Power is estimated from default activity; no workload was simulated.
