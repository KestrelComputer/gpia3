`design/flow/run.sh`:
```
#!/bin/bash
# OpenROAD 26Q1-2900-gdf79404cd8, Yosys 0.63+post, stock flow scripts
make -C /OpenROAD-flow-scripts/flow DESIGN_CONFIG=/design/flow/config.mk WORK_HOME=/design/flow/orfs finish
```
`design/flow/config.mk`:
```
export PLATFORM = sky130hd
export DESIGN_NAME = GPIA_DWORD_IN
export DESIGN_NICKNAME = GPIA_DWORD_IN
export VERILOG_FILES = /design/flow/design.v
export SDC_FILE = /design/flow/constraint.sdc
export NUM_CORES = 4
export LEC_CHECK = 1
export CORE_AREA = 10 10 109 109
export DIE_AREA = 0 0 119 119
```
`design/flow/constraint.sdc`:
```
current_design GPIA_DWORD_IN

set clk_period 1.0
set clk_io_pct 0.2

create_clock -name clk0 -period $clk_period

set non_clock_inputs [all_inputs -no_clocks]
set_input_delay [expr $clk_period * $clk_io_pct] -clock clk0 $non_clock_inputs
set_output_delay [expr $clk_period * $clk_io_pct] -clock clk0 [all_outputs]
```
`design/flow/design.v`:
```
`timescale 1ns / 100ps
module GPIA_BIT_IN(
	input out_i,
	input inp_i,
	input ddr_i,
	input stb_i,
	output q_o
);
assign q_o = stb_i & (ddr_i ? out_i : inp_i);
endmodule
`timescale 1ns / 100ps
module GPIA_BYTE_IN(
	input [7:0] out_i,
	input [7:0] inp_i,
	input [7:0] ddr_i,
	input stb_i,
	output	[7:0] q_o
);
GPIA_BIT_IN bit0(
	.out_i(out_i[0]),
	.inp_i(inp_i[0]),
	.ddr_i(ddr_i[0]),
	.stb_i(stb_i),
	.q_o(q_o[0])
);
GPIA_BIT_IN bit1(
	.out_i(out_i[1]),
	.inp_i(inp_i[1]),
	.ddr_i(ddr_i[1]),
	.stb_i(stb_i),
	.q_o(q_o[1])
);
GPIA_BIT_IN bit2(
	.out_i(out_i[2]),
	.inp_i(inp_i[2]),
	.ddr_i(ddr_i[2]),
	.stb_i(stb_i),
	.q_o(q_o[2])
);
GPIA_BIT_IN bit3(
	.out_i(out_i[3]),
	.inp_i(inp_i[3]),
	.ddr_i(ddr_i[3]),
	.stb_i(stb_i),
	.q_o(q_o[3])
);
GPIA_BIT_IN bit4(
	.out_i(out_i[4]),
	.inp_i(inp_i[4]),
	.ddr_i(ddr_i[4]),
	.stb_i(stb_i),
	.q_o(q_o[4])
);
GPIA_BIT_IN bit5(
	.out_i(out_i[5]),
	.inp_i(inp_i[5]),
	.ddr_i(ddr_i[5]),
	.stb_i(stb_i),
	.q_o(q_o[5])
);
GPIA_BIT_IN bit6(
	.out_i(out_i[6]),
	.inp_i(inp_i[6]),
	.ddr_i(ddr_i[6]),
	.stb_i(stb_i),
	.q_o(q_o[6])
);
GPIA_BIT_IN bit7(
	.out_i(out_i[7]),
	.inp_i(inp_i[7]),
	.ddr_i(ddr_i[7]),
	.stb_i(stb_i),
	.q_o(q_o[7])
);
endmodule
`timescale 1ns / 100ps
module GPIA_DWORD_IN(
	input [63:0] out_i,
	input [63:0] inp_i,
	input [63:0] ddr_i,
	input [7:0] stb_i,
	output	[63:0] q_o
);
GPIA_BYTE_IN byte0(
	.out_i(out_i[7:0]),
	.inp_i(inp_i[7:0]),
	.ddr_i(ddr_i[7:0]),
	.stb_i(stb_i[0]),
	.q_o(q_o[7:0])
);
GPIA_BYTE_IN byte1(
	.out_i(out_i[15:8]),
	.inp_i(inp_i[15:8]),
	.ddr_i(ddr_i[15:8]),
	.stb_i(stb_i[1]),
	.q_o(q_o[15:8])
);
GPIA_BYTE_IN byte2(
	.out_i(out_i[23:16]),
	.inp_i(inp_i[23:16]),
	.ddr_i(ddr_i[23:16]),
	.stb_i(stb_i[2]),
	.q_o(q_o[23:16])
);
GPIA_BYTE_IN byte3(
	.out_i(out_i[31:24]),
	.inp_i(inp_i[31:24]),
	.ddr_i(ddr_i[31:24]),
	.stb_i(stb_i[3]),
	.q_o(q_o[31:24])
);
GPIA_BYTE_IN byte4(
	.out_i(out_i[39:32]),
	.inp_i(inp_i[39:32]),
	.ddr_i(ddr_i[39:32]),
	.stb_i(stb_i[4]),
	.q_o(q_o[39:32])
);
GPIA_BYTE_IN byte5(
	.out_i(out_i[47:40]),
	.inp_i(inp_i[47:40]),
	.ddr_i(ddr_i[47:40]),
	.stb_i(stb_i[5]),
	.q_o(q_o[47:40])
);
GPIA_BYTE_IN byte6(
	.out_i(out_i[55:48]),
	.inp_i(inp_i[55:48]),
	.ddr_i(ddr_i[55:48]),
	.stb_i(stb_i[6]),
	.q_o(q_o[55:48])
);
GPIA_BYTE_IN byte7(
	.out_i(out_i[63:56]),
	.inp_i(inp_i[63:56]),
	.ddr_i(ddr_i[63:56]),
	.stb_i(stb_i[7]),
	.q_o(q_o[63:56])
);
endmodule
```
==> changes_impl.md <==
### Metrics

- Top area contributor share: 42.1%
- Leakage power: 1.81 nW
- Post-DR wirelength/cell: 16.7 µm
- Floorplan die area: 0.0142 mm²
- Area growth from synthesis to layout: 119%
- Total power divided by cell area: 307 mW/mm²
- Smallest setup slack after layout: 0.0247 ns
- DR DRC count: 0
- Transition time at the pin with the least slew margin: 0.216 ns
- Data required time at the worst endpoint: 0.80 ns
- GRT Overall Usage: 11.4%
- Total placed cells including tap cells: 525
- Worst setup SP type: input port
- Cell count of the worst hold path: 4
- Detailed-routing iteration count for the pre-antenna-repair pass: 3
- Endpoint of the worst hold path: q_o[43]
- Type of the worst min-delay path: in -> out
- Synthesis warning total: 0
- Distinct cell type count of the synthesized netlist: 3
- Arrival time of data at the critical path endpoint: 0.78 ns
- Crit Path Category: in -> out
- Netlist area before placement: 0.00152 mm²
- Fillcell total: 1105
- Area of all sequential standard cells: 0 µm²
- Number of max-slew violations in the final report: 0
- Placer Congestion: 0.794
- Critical hold path startpoint: ddr_i[43]
- Worst path slowest cell: sky130_fd_sc_hd__dlygate4sd2_1
- Final critical-path share of the clock period: 97.5%
- Die W: 119 µm
- Max-Cap Viols: 0
- Final hold violations: 0
- Number of antenna violations at the first check in global routing: 0
- Headroom to the max-slew limit: 85.3%
- Post-synthesis cell count: 192
- Kind of cell adding the most delay to the critical path: buffers and inverters
- Max Fanout on Critical Path: 1
- Buf+Inv Stages, Crit Path: 2
- Most frequently placed logic cell in the final layout: sky130_fd_sc_hd__dlygate4sd2_1
- Die span in y: 119 µm
- Post-synth area hogs: sky130_fd_sc_hd__mux2i_1 42%, sky130_fd_sc_hd__buf_4 32%, sky130_fd_sc_hd__nor2b_1 26%
- Port buffer count: 264
- Min Clock Period, post-route: 0.975 ns
- Max incr delay on CP: 0.23 ns
- Chip area estimate from yosys synthesis: 0.00152 mm²
- Number of DRC markers in iteration 0: 31
- Pre-CTS worst setup slack: -0.780 ns
- Maximum ir drop on the vdd rail: 0.113 mV
- Final routed wirelength across all metal layers: 8760 µm
- Grt total ovfl: 0
- Number of standard cells reported by yosys: 192
- I/O pin count: 264
- Layout cells sized above 1: 25.5%
- Post-CTS Setup Inserts: 0
- Post-layout instance area: 0.00333 mm²
- Post-synthesis sequential area ratio: 0%
- Leading cell types in the layout, fill and taps excluded: 119 x sky130_fd_sc_hd__dlygate4sd2_1, 71 x sky130_fd_sc_hd__buf_2, 61 x sky130_fd_sc_hd__nor2b_1, 60 x sky130_fd_sc_hd__mux2i_1, 52 x sky130_fd_sc_hd__clkdlybuf4s15_1
- Row Count: 36
- Number of global-route vias before repair: 2162
- Layout Cells excl Fill: 525
- Mean cell area of the mapped netlist: 7.92 µm²
- Cells along the critical path: dlygate4sd2_1 > mux2i_1 > nor2b_1 > buf_2
- Count of vias placed by the detailed router: 1935
- Achievable Freq: 1030 MHz
- Largest net degree at the start of global routing: 9
- Via-to-Cell Ratio: 3.69
- Detailed-placement wirelength estimate: 8320 µm
- RSZ-0062 raised after global routing: true
- Setup TNS: 0 ns
- Effective utilization at floorplan: 15.8%
- Final setup viols: 0
- Core box area: 0.00964 mm²
- Final ANT Viol Nets: 0
- Dominant cell type by area after synthesis: sky130_fd_sc_hd__mux2i_1
- Kind of end point of the critical path: primary output
- First-pass GRT wire length: 12800 µm
- Placement-stage cell area: 0.00385 mm²
- Final-layout clock buffer total: 0
- Antenna Diode Count: 0
- Status: finished, final reports clean
- Flop Count: 0
- Tally of OpenROAD warnings: 33
-- layer usage --
metal  GRT usage, %  vias to the layer above  wire length [µm]
li1               -                      977                 -
met1           12.1                      794              3260
met2           20.4                      162              4200
met3           6.24                        2              1270
met4          0.305                        0                28
met5              0                        -                 0
-- final cells by class --
type | count | area, µm² | share of cell area, %
well taps | 133 | 166 | 5.00
multi-input cells | 128 | 1080 | 32.5
repair buffers | 264 | 2080 | 62.5
-- where the power goes --
part / leakage [nW] / switching (mW) / internal [mW]
logic: 1.81 / 0.300 / 0.721
clock network: 0 / 0 / 0
registers: 0 / 0 / 0
-- cell usage after synthesis (all sizes together) --
cell	number
buf	64
mux2i	64
nor2b	64
-- worst max-delay path by stage --
stage	from	to	slack, ns	depth (start not counted)
final	out_i[11]	q_o[11]	0.02	4
after global routing	stb_i[2]	q_o[16]	-0.01	3
after CTS	stb_i[3]	q_o[26]	0.0003	3
-- what timing repair did --
item                       4_1_cts  5_1_grt
gates resized                  460       61
hold buffers                     0        0
setup endpoints to repair       64       48
-- logic make-up after synthesis --
family	synth area share, %
AND/OR/NAND/NOR	26.3
multiplexers	42.1
buffers and inverters	31.6
-- metrics by stage --
stage / hold WS, ns / power, mW / utilization [%]
3_5_place_dp: 1.38 / 1.44 / 39.9
5_1_grt: 0.797 / 1.13 / 34.5
4_1_cts: 0.776 / 1.04 / 34.6
3_3_place_gp: 1.37 / 1.44 / 39.9
6_report: 0.752 / 1.02 / 34.5
2_1_floorplan: 0.594 / 0.456 / -
Power figures rest on the tool's default switching activity, not on a simulated workload.
